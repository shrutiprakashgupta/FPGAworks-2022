==> design/flow/design.v <==
module rev_the_asic(key, unlock);
    input [7:0] key;
    output [18:0] unlock;
    assign unlock[0] = (key == 8'd83) ? 1'b1 : 1'b0;
    assign unlock[1] = (key == 8'd52) ? 1'b1 : 1'b0;
    assign unlock[2] = (key == 8'd116) ? 1'b1 : 1'b0;
    assign unlock[3] = (key == 8'd95) ? 1'b1 : 1'b0;
    assign unlock[4] = (key == 8'd115) ? 1'b1 : 1'b0;
    assign unlock[5] = (key == 8'd48) ? 1'b1 : 1'b0;
    assign unlock[6] = (key == 8'd49) ? 1'b1 : 1'b0;
    assign unlock[7] = (key == 8'd118) ? 1'b1 : 1'b0;
    assign unlock[8] = (key == 8'd101) ? 1'b1 : 1'b0;
    assign unlock[9] = (key == 8'd82) ? 1'b1 : 1'b0;
    assign unlock[10] = (key == 8'd95) ? 1'b1 : 1'b0;
    assign unlock[11] = (key == 8'd105) ? 1'b1 : 1'b0;
    assign unlock[12] = (key == 8'd53) ? 1'b1 : 1'b0;
    assign unlock[13] = (key == 8'd95) ? 1'b1 : 1'b0;
    assign unlock[14] = (key == 8'd71) ? 1'b1 : 1'b0;
    assign unlock[15] = (key == 8'd114) ? 1'b1 : 1'b0;
    assign unlock[16] = (key == 8'd57) ? 1'b1 : 1'b0;
    assign unlock[17] = (key == 8'd97) ? 1'b1 : 1'b0;
    assign unlock[18] = (key == 8'd55) ? 1'b1 : 1'b0;
endmodule
==> design/flow/run.sh <==
#!/bin/bash
# OpenROAD 26Q1-2900-gdf79404cd8, Yosys 0.63+post, stock flow scripts
make -C /OpenROAD-flow-scripts/flow DESIGN_CONFIG=/design/flow/config.mk WORK_HOME=/design/flow/orfs finish
==> design/flow/config.mk <==
export PLATFORM = sky130hd
export DESIGN_NAME = rev_the_asic
export DESIGN_NICKNAME = rev_the_asic
export VERILOG_FILES = /design/flow/design.v
export SDC_FILE = /design/flow/constraint.sdc
export NUM_CORES = 4
export LEC_CHECK = 1
export CORE_AREA = 10 10 70 70
export DIE_AREA = 0 0 80 80
==> design/flow/constraint.sdc <==
current_design rev_the_asic

set clk_period 1.5
set clk_io_pct 0.2

create_clock -name clk0 -period $clk_period

set non_clock_inputs [all_inputs -no_clocks]
set_input_delay [expr $clk_period * $clk_io_pct] -clock clk0 $non_clock_inputs
set_output_delay [expr $clk_period * $clk_io_pct] -clock clk0 [all_outputs]
==> metrics.cfg <==
[global_route]
grt_max_degree = 8
antenna_found_initial = 0
grt_overflow_total = 0
grt_pass1_vias = 452
gr-usage-all-layers_pct = 4.58
grt_pass1_wl_microns = 2390

[min_path]
min_path_cells = 3
worst_hold_path_type = input pin to output port

[setup_path]
critPathLaunchType = input pin
path_cells = buf_4 > nand4bb_4 > buf_6 > nor4_2 > buf_2
worstSetupEndpointType = output port
worstSetupPathType = input pin to output port
cp_slowest_cell = nor4_2
arrival_ps = 1170
cp_data_required_time_ps = 1200
crit_path_max_incr_delay_ps = 230
crit_fanout = 5

[synth]
top_area_cell = nor4_1
yosysUniqueCellTypes = 14
synth_warnings = 0
yosysCellCount = 35
netlist_instances = 35
synth.cell_area_sq_um = 229
netlist.area_leader.share_pct = 21.9
ys_seq_share_pct = 0
topCellsByArea = nor4_1 22%, nand4bb_1 20%, nor3_1 8.7%
synth_area_per_cell_sq_um = 6.54
yosys_area_sq_um = 229

[cells_and_area]
seq_cell_count = 0
final_core_util_pct = 23.8
drive_gt1_share_pct = 78.5
nClkBuffers = 0
area_growth_syn_to_layout_pct = 255
fin_cells = 125
design_area_sq_um = 812
seq_area_sq_um = 0

[place]
placedInstanceArea_sq_um = 611
dp_cells = 115
dp_hpwl_microns = 1200
finalWeightedCongestion = 0.801
numPortBuffers = 27

[floorplanning]
core.rowCount = 21
die_area_sq_mm = 0.00640
ioPinCount = 27
fp_util_pct = 6.70
die_y_microns = 80
fp.dieW_microns = 80
core_area_sq_mm = 0.00342

[detailed_routing]
drt-vias-per-instance = 3.52
drt_iter0_drc = 14
first_pass_iters = 2
antennaDiodeCount = 0
drtAntennaViolNets = 0
drt-total-wl_microns = 1550
drc = 0
wl_per_cell_microns = 12.4
num_vias = 440

[timing]
fmax_mhz = 679
drv_slew = 0
tightest_slew_ps = 256
timing.final.crit_period_ps = 1470
period_used_pct = 98.2
hold_violations = 0
grt_setup_unrepaired = yes
max_slew_margin_pct = 83.0
setup_viol = 0

[pwr]
peakVddDrop_mv = 0.0542
p_per_area_mw_per_mm2 = 161
totalPowerFinal_mw = 0.131
p_leak_nw = 0.349

[status]
outcome = completed

[clocking]
hold_buffers = 0

[job]
warnings = 34
drv_cap = 0

[Yosys cell counts]
master	instances
nand2b_1	2
buf_2	1
nand4bb_1	4
or4b_1	1
or4_1	1
nand2_1	2
nor4_1	8
buf_4	2
nand4b_1	2
nor2_1	5
nor3_1	4
clkbuf_2	1
buf_6	1
inv_1	1
[logic make-up after synthesis]
logic type | after synthesis | share of synthesized area [%]
and+or+nand+nor | 29 | 82.5
buffers and inverters | 6 | 17.5
[cell usage in the layout (no fill, tap or decap)]
cell / n
nor3_2: 3
nand2b_1: 1
or4b_4: 1
nand4bb_1: 1
buf_6: 10
nor4_4: 3
inv_1: 1
dlygate4sd2_1: 6
clkdlybuf4s15_1: 1
nor4_1: 1
nand4bb_4: 3
nor2_1: 2
buf_4: 18
clkbuf_2: 2
nand2_1: 1
or4_1: 1
nand2b_4: 1
nor4_2: 4
buf_2: 11
nand4b_1: 2
nor3_4: 1
buf_8: 1
nand2_4: 1
nor2_2: 3
[power breakdown]
group          internal, mW  switching (mW)  leakage, nW
sequential                0               0            0
clock                     0               0            0
combinational        0.0708          0.0603        0.349
[layer usage]
layer | GRT usage [%] | routed length, microns | vias up
li1 | - | - | 226
met1 | 6.48 | 742 | 200
met2 | 6.90 | 678 | 14
met3 | 1.59 | 127 | 0
met4 | 0 | 0 | 0
met5 | 0 | 0 | -
[what timing repair did]
action / in CTS / in global routing
endpoints found under the setup margin: 19 / 14
gates resized: 105 / 16
setup buffers: 8 / 2
pin swaps: 17 / 5
endpoints found under the hold margin: 0 / 0
[per-stage QoR]
stage | setup WS [ps] | hold slack, ps | setup TNS, ps
2_1_floorplan | 207 | 615 | 0
5_1_grt | -12.4 | 921 | -34.3
3_5_place_dp | -778 | 1630 | -13080
6_report | 27.2 | 897 | 0
4_1_cts | -0.442 | 900 | -0.442
3_3_place_gp | -767 | 1610 | -12790
[final cells by class]
cell class / count / area (sq um)
Fill cell: 373 / 2600
Inverter: 1 / 3.75
Multi-Input combinational cell: 29 / 360
Tap cell: 46 / 57.6
Timing Repair Buffer: 49 / 390
[final timing paths]
kind,start,to,slack [ps]
worst max-delay path,key[4],unlock[17],30
worst min-delay path,key[1],unlock[2],900
[worst max-delay path, delay by kind of cell]
kind,cells,cell delay [ps]
AND/OR/NAND/NOR,2,450
buffers and inverters,3,430
Power is estimated from default activity; no workload was simulated.
