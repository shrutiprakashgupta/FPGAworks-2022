## flow/design.v

```verilog
`timescale 1ns / 1ps
module UART_TX 
  #(parameter CLKS_PER_BIT = 217)
  (
   input       i_Clock,
   input       i_TX_DV,
   input [7:0] i_TX_Byte, 
   output      o_TX_Active,
   output reg  o_TX_Serial,
   output      o_TX_Done
   );
  localparam IDLE         = 3'b000;
  localparam TX_START_BIT = 3'b001;
  localparam TX_DATA_BITS = 3'b010;
  localparam TX_STOP_BIT  = 3'b011;
  localparam CLEANUP      = 3'b100;
  reg [2:0] r_SM_Main     = 0;
  reg [9:0] r_Clock_Count = 0;
  reg [2:0] r_Bit_Index   = 0;
  reg [7:0] r_TX_Data     = 0;
  reg       r_TX_Done     = 0;
  reg       r_TX_Active   = 0;
  always @(posedge i_Clock)
  begin
    case (r_SM_Main)
      IDLE :
        begin
          o_TX_Serial   <= 1'b1;          
          r_TX_Done     <= 1'b0;
          r_Clock_Count <= 0;
          r_Bit_Index   <= 0;
          if (i_TX_DV == 1'b1)
          begin
            r_TX_Active <= 1'b1;
            r_TX_Data   <= i_TX_Byte;
            r_SM_Main   <= TX_START_BIT;
          end
          else
            r_SM_Main <= IDLE;
        end  
      TX_START_BIT :
        begin
          o_TX_Serial <= 1'b0;
          if (r_Clock_Count < CLKS_PER_BIT-1)
          begin
            r_Clock_Count <= r_Clock_Count + 1;
            r_SM_Main     <= TX_START_BIT;
          end
          else
          begin
            r_Clock_Count <= 0;
            r_SM_Main     <= TX_DATA_BITS;
          end
        end  
      TX_DATA_BITS :
        begin
          o_TX_Serial <= r_TX_Data[r_Bit_Index];
          if (r_Clock_Count < CLKS_PER_BIT-1)
          begin
            r_Clock_Count <= r_Clock_Count + 1;
            r_SM_Main     <= TX_DATA_BITS;
          end
          else
          begin
            r_Clock_Count <= 0;
            if (r_Bit_Index < 7)
            begin
              r_Bit_Index <= r_Bit_Index + 1;
              r_SM_Main   <= TX_DATA_BITS;
            end
            else
            begin
              r_Bit_Index <= 0;
              r_SM_Main   <= TX_STOP_BIT;
            end
          end 
        end  
      TX_STOP_BIT :
        begin
          o_TX_Serial <= 1'b1;
          if (r_Clock_Count < CLKS_PER_BIT-1)
          begin
            r_Clock_Count <= r_Clock_Count + 1;
            r_SM_Main     <= TX_STOP_BIT;
          end
          else
          begin
            r_TX_Done     <= 1'b1;
            r_Clock_Count <= 0;
            r_SM_Main     <= CLEANUP;
            r_TX_Active   <= 1'b0;
          end 
        end  
      CLEANUP :
        begin
          r_TX_Done <= 1'b1;
          r_SM_Main <= IDLE;
        end
      default :
        r_SM_Main <= IDLE;
    endcase
  end
  assign o_TX_Active = r_TX_Active;
  assign o_TX_Done   = r_TX_Done;
endmodule
`timescale 1ns / 1ps
module UART_RX
  #(parameter CLKS_PER_BIT = 217)
  (
   input        i_Clock,
   input        i_RX_Serial,
   output       o_RX_DV,
   output [7:0] o_RX_Byte
   );
  localparam IDLE         = 3'b000;
  localparam RX_START_BIT = 3'b001;
  localparam RX_DATA_BITS = 3'b010;
  localparam RX_STOP_BIT  = 3'b011;
  localparam CLEANUP      = 3'b100;
  reg [9:0] r_Clock_Count = 0;
  reg [2:0] r_Bit_Index   = 0;  
  reg [7:0] r_RX_Byte     = 0;
  reg       r_RX_DV       = 0;
  reg [2:0] r_SM_Main     = 0;
  always @(posedge i_Clock)
  begin
    case (r_SM_Main)
      IDLE :
        begin
          r_RX_DV       <= 1'b0;
          r_Clock_Count <= 0;
          r_Bit_Index   <= 0;
          if (i_RX_Serial == 1'b0)           
            r_SM_Main <= RX_START_BIT;
          else
            r_SM_Main <= IDLE;
        end
      RX_START_BIT :
        begin
          if (r_Clock_Count == (CLKS_PER_BIT-1)/2)
          begin
            if (i_RX_Serial == 1'b0)
            begin
              r_Clock_Count <= 0;   
              r_SM_Main     <= RX_DATA_BITS;
            end
            else
              r_SM_Main <= IDLE;
          end
          else
          begin
            r_Clock_Count <= r_Clock_Count + 1;
            r_SM_Main     <= RX_START_BIT;
          end
        end  
      RX_DATA_BITS :
        begin
          if (r_Clock_Count < CLKS_PER_BIT-1)
          begin
            r_Clock_Count <= r_Clock_Count + 1;
            r_SM_Main     <= RX_DATA_BITS;
          end
          else
          begin
            r_Clock_Count          <= 0;
            r_RX_Byte[r_Bit_Index] <= i_RX_Serial;
            if (r_Bit_Index < 7)
            begin
              r_Bit_Index <= r_Bit_Index + 1;
              r_SM_Main   <= RX_DATA_BITS;
            end
            else
            begin
              r_Bit_Index <= 0;
              r_SM_Main   <= RX_STOP_BIT;
            end
          end
        end  
      RX_STOP_BIT :
        begin
          if (r_Clock_Count < CLKS_PER_BIT-1)
          begin
            r_Clock_Count <= r_Clock_Count + 1;
     	    r_SM_Main     <= RX_STOP_BIT;
          end
          else
          begin
       	    r_RX_DV       <= 1'b1;
            r_Clock_Count <= 0;
            r_SM_Main     <= CLEANUP;
          end
        end  
      CLEANUP :
        begin
          r_SM_Main <= IDLE;
          r_RX_DV   <= 1'b0;
        end
      default :
        r_SM_Main <= IDLE;
    endcase
  end    
  assign o_RX_DV   = r_RX_DV;
  assign o_RX_Byte = r_RX_Byte;
endmodule  
`timescale 1ns / 1ps
module piano_master #(parameter CLKS_PER_BIT = 868)
    (
        input i_Clock,
        input i_RX_Serial,
        output o_TX_Serial
    );
 localparam prompt_size = 3;
 localparam prompt_data = "A\r\n";
 localparam flag_size = 21;
 localparam flag_data = "Py5er1al_is_aw9s0Me\r\n";
 localparam data_size = (prompt_size > flag_size) ? prompt_size : flag_size;
 localparam prompt_pad = (data_size - prompt_size)*8;
 localparam flag_pad = (data_size - flag_size)*8;
 localparam counter_size = $clog2(data_size);
 wire       rx_done;        
 wire [7:0] rx_data;        
 reg        tx_begin;      
 wire       tx_active;     
 wire       tx_done;       
 reg  [7:0] tx_data;      
 reg  [1:0] state;         
 reg  [7:0] recv_chr;
 reg  [counter_size-1:0] counter;
 reg  [counter_size-1:0] counter_max;
 reg  [4:0] note_counter;
 reg  [11:0] streak_counter;
 reg  [data_size*8-1:0] data;
 reg  [7:0] prompt_data_old;
 wire [(prompt_size*8)-1:0] prompt_data_wire;
 wire new_bit = note_counter[4] ^ note_counter[2] ^ 1;
 assign prompt_data_wire = {(8'd64+note_counter),"\r\n"};
 localparam SHOW = 2'b00;
 localparam ACTV = 2'b01;
 localparam TRNS = 2'b10;
 localparam RECV = 2'b11;
 UART_RX #(.CLKS_PER_BIT(CLKS_PER_BIT)) receiver
  (
   .i_Clock(i_Clock),
   .i_RX_Serial(i_RX_Serial),
   .o_RX_DV(rx_done),
   .o_RX_Byte(rx_data)
   );
 UART_TX #(.CLKS_PER_BIT(CLKS_PER_BIT)) transmitter
  (
   .i_Clock(i_Clock),
   .i_TX_DV(tx_begin),
   .i_TX_Byte(tx_data), 
   .o_TX_Active(tx_active),
   .o_TX_Serial(o_TX_Serial),
   .o_TX_Done(tx_done)
   );
always @(posedge i_Clock) begin
        case (state)
            SHOW : begin
                state <= ACTV;
                tx_begin <= 1'b1;
                tx_data <= data[(data_size*8)-1:(data_size*8)-8];
				counter <= counter + 1'd1;     
				data <= data << 8;   
            end
            ACTV: begin         
                tx_begin <= 1'b0;   
                if(tx_begin == 1'b1) begin
                    state <= TRNS;
                end
                else begin
					if(counter <= counter_max) begin
						state <= SHOW;
					end
					else begin
                    	if(rx_done == 1'b1) begin
                        	state <= RECV;
                        	recv_chr <= rx_data;
                    	end
                    	else begin
                        	state <= ACTV;
                    	end
                	end
            	end
            end
            TRNS : begin
                if(tx_done == 1'b1) begin
                    state <= ACTV;
                end
                else begin
                    state <= TRNS;
                end
            end
            RECV : begin
                state <= SHOW;
                tx_begin <= 1'b0;
                tx_data <= 8'd0;
				counter <= counter_size*{1'd0};
                if(recv_chr == prompt_data_old) begin
                    if(streak_counter == 12'b1111_1111_1111) begin
                        data[(data_size*8)-1:flag_pad] <= flag_data;
					    counter_max <= flag_size;
					    note_counter <= 5'b10000;
					    streak_counter <= 4'd0;
                    end
                    else begin
					    data[(data_size*8)-1:prompt_pad] <= prompt_data_wire;
					    counter_max <= prompt_size;
					    note_counter <= {new_bit, note_counter[4:1]};
					    streak_counter <= streak_counter + 12'd1;
					    prompt_data_old <= prompt_data_wire[(prompt_size*8)-1:(prompt_size*8)-8];
                    end
                end
                else begin
                    data[(data_size*8)-1:prompt_pad] <= prompt_data_wire;
					counter_max <= prompt_size;
					note_counter <= 5'b10000;
					streak_counter <= 4'd0;
					prompt_data_old <= prompt_data_wire[(prompt_size*8)-1:(prompt_size*8)-8];
                end
            end
            default : begin
                state <= SHOW;
                tx_begin <= 1'b0;
                tx_data <= 8'd0;
				recv_chr <= 8'd0;
				counter <= counter_size*{1'd0};		
				data[(data_size*8)-1:prompt_pad] <= prompt_data_wire;
				counter_max <= prompt_size;
				note_counter <= 5'b10000;
				streak_counter <= 4'd0;
				prompt_data_old <= prompt_data_wire[(prompt_size*8)-1:(prompt_size*8)-8];
            end
        endcase
    end
endmodule
```

## flow/constraint.sdc

```tcl
current_design piano_master

set clk_period 18.9
set clk_io_pct 0.2

create_clock -name clk0 -period $clk_period [get_ports {i_Clock}]

set non_clock_inputs [all_inputs -no_clocks]
set_input_delay [expr $clk_period * $clk_io_pct] -clock clk0 $non_clock_inputs
set_output_delay [expr $clk_period * $clk_io_pct] -clock clk0 [all_outputs]
```

## flow/config.mk

```make
export PLATFORM = sky130hd
export DESIGN_NAME = piano_master
export DESIGN_NICKNAME = piano_master
export VERILOG_FILES = /design/flow/design.v
export SDC_FILE = /design/flow/constraint.sdc
export NUM_CORES = 4
export LEC_CHECK = 1
export CORE_UTILIZATION = 50
```

## flow/run.sh

```bash
#!/bin/bash
# OpenROAD 26Q1-2900-gdf79404cd8, Yosys 0.63+post, stock flow scripts
make -C /OpenROAD-flow-scripts/flow DESIGN_CONFIG=/design/flow/config.mk WORK_HOME=/design/flow/orfs finish
```

==> results.yml <==
# synthesis and place-and-route metrics
floorplanning:
  core_area_mm2: 0.0181
  ioPinCount: 3
  die-area_mm2: 0.0192
  die_height_um: 138
  fp_util_pct: 51.5
  fp-row-count: 49
  die_w_um: 138
logic_synthesis:
  yosys_area_mm2: 0.00931
  synth-edff-count: 215
  syn_avg_cell_area_um2: 14.0
  synth_top_cell_by_area: "edfxtp_1"
  yosysWarningCount: 3
  synth.most_common_cell: "edfxtp_1"
  ys_seq_share_pct: 71.1
  netlist_area_mm2: 0.00931
  topCellsByArea: "edfxtp_1 69%, or2_2 4.4%, nor2b_1 4.2%"
  ys_ff: 223
  top_area_share_pct: 69.4
  yosysCellCount: 663
  synth_cells: 663
  async_flop_share_pct: 0
  ff_type: "edfxtp_1"
  synth.distinct_cells: 50
  top_cells_by_count: "215 x edfxtp_1, 66 x or2_2, 62 x nor2b_1"
critical_path:
  critical_path_class: "flop to output pin"
  cp_num_cells: 1
  r2r_setup_slack_ns: 15.17
  r2r_cells: 7
  max_stage_delay_ns: 0.45
  crit_fanout: 1
  crit_start: "transmitter.o_TX_Serial"
  crit_path_cell_trace: "clkdlybuf4s50_1"
  crit_path_end: "o_TX_Serial"
  path_delay_family: "buffers and inverters"
  reg2reg_from: "streak_counter[0]"
  critPathBufInv: 1
  start_kind: "flop"
  cp.arrival_ns: 1.26
  rr_endpoint: "data[125]"
  required_ns: 15.12
  end_kind: "output pin"
  slowest_stage: "clkdlybuf4s50_1"
final_timing:
  slew_violations: 0
  whs_ns: 0.419
  period_needed_ns: 5.04
  relSlewSlack_pct: 41.3
  finalHoldViolations: 0
  setup_viol: 0
  period_used_pct: 26.6
  clock.fmax_mhz: 199
  setup_slack_ns: 13.86
  worst_pin_slew_ns: 0.881
  rsz0062_at_grt: "no"
  tns_ns: 0
  finalClockSkew_ns: 0.0149
pwr:
  leakagePower_nw: 4.08
  pwr-share-clk_pct: 46.5
  p_int_mw: 0.823
  power_switching_mw: 0.174
  powerDensity_mw_per_mm2: 96.2
  combPwrFrac_pct: 0.1
  seqPwrFrac_pct: 53.4
  ir_drop_mv: 0.0679
  power_switching_share_pct: 17.5
global_routing:
  grt_max_degree: 91
  grt_pass1_vias: 4587
  grt_usage_pct: 15.1
  grt_pass1_wl_um: 22000
  antenna_found_initial: 0
  overflow: 0
flow_run:
  cap_violations: 0
  warnings: 33
cells_and_area:
  drive_above_1_share_pct: 16.3
  area_growth_pct: 11.4
clock_network:
  cts_tree: "yes"
  ctsHoldBuffers: 0
  clock_latency_ns: 0.50
  cts_buffers: 23
  ctsResizeCount: 0
  htreeDepth: 1
  cts_num_sinks: 223
  root_buffer: "clkbuf_16"
  cts_setup_buffers: 0
  path_clk_slew_ns: 0.06
  cts_max_path_buffers: 3
place:
  gp_congestion: 0.806
  dp_hpwl_um: 7270
  numPortBuffers: 2
  place_ws_ns: 13.82
run_status:
  status: "finished, final reports clean"
detailed_routing:
  diodes: 0
  final_antenna_net_count: 0
  firstDrtPassIters: 4
  wl_per_cell_um: 13.9
  via_per_inst: 5.21
  drt-total-wl_um: 12800
  detail_route.iter0.violations: 274
  num_vias: 4783
  drc: 0
hold_path:
  hold_path_class: "flop to flop"
cells by family (layout without fill, tap and decap cells):
group | Yosys count | count (layout) | synth area share (%)
compound gates | 46 | 46 | 3.31
buf+inv | 52 | 78 | 2.20
flops | 223 | 223 | 71.1
fa+ha+maj | 18 | 18 | 2.42
simple gates | 281 | 281 | 16.7
xor+xnor | 38 | 38 | 3.58
mux | 5 | 5 | 0.686
worst min-delay path by stage:
stage               from                        to  cells past startpoint
CTS           tx_data[5]  transmitter.r_TX_Data[5]                      0
global route  tx_data[3]  transmitter.r_TX_Data[3]                      0
finish        tx_data[5]  transmitter.r_TX_Data[5]                      0
metal layers:
metal  vias up  track usage, %  share of wire [%]
li1       2384               -                  -
met1      2298            29.4                 50
met2        84            20.1                 43
met3        17            4.27                5.4
met4         0            2.25                1.8
met5         -               0                  0
per-stage QoR:
stage	area [um^2]	instances	utilization (%)	total power, mW
after detailed placement	9590	877	53.0	0.544
after CTS	10400	918	57.3	1.01
after global placement	9590	877	53.0	0.544
final	10400	918	57.3	0.998
after floorplan	9310	663	-	0.544
after global routing	10400	918	57.3	1.03
cells in the final DEF (no fill, tap or decap), types with 8 or more instances in the layout:
cell,synthesis,routed
and3_1,9,9
clkbuf_16,0,23
dfxtp_1,8,8
edfxtp_1,215,215
ha_1,18,17
inv_1,28,28
nand2_1,28,28
nand3_1,14,14
nand4_1,8,8
nor2_1,53,53
nor2b_1,62,62
nor3_1,11,11
o21ai_0,20,19
or2_2,66,66
xnor2_1,16,16
xor2_1,22,22
power groups by stage:
stage | clock, mW | combinational [mW] | sequential (mW)
finish | 0.464 | 0.000606 | 0.533
global route | 0.494 | 0.000642 | 0.533
CTS | 0.476 | 0.000593 | 0.533
sequential cells by signal, summed over array words and instances (netlist names), 5 cells and up:
signal                     flops
transmitter.r_Clock_Count     10
data                         126
streak_counter                12
receiver.r_Clock_Count        10
receiver.r_RX_Byte             8
prompt_data_old                5
recv_chr                       8
counter                        5
note_counter                   5
tx_data                        7
transmitter.r_TX_Data          7
final cells by class:
type,count,area (um^2)
Fill cell,1353,7720
Sequential cell,223,6620
Multi-Input combinational cell,388,2510
Clock buffer,26,587
Tap cell,229,287
Clock inverter,15,193
Inverter,28,105
Timing Repair Buffer,9,72.6
No activity file was given, so power comes from the tool's default toggle rates.
