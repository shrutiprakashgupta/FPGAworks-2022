==> run.sh <==
#!/bin/bash
# OpenROAD 26Q1-2900-gdf79404cd8, Yosys 0.63+post, stock flow scripts
make -C /OpenROAD-flow-scripts/flow DESIGN_CONFIG=/design/flow/config.mk WORK_HOME=/design/flow/orfs finish
==> config.mk <==
export PLATFORM = sky130hd
export DESIGN_NAME = is_it_random
export DESIGN_NICKNAME = is_it_random
export VERILOG_FILES = /design/flow/design.v
export SDC_FILE = /design/flow/constraint.sdc
export NUM_CORES = 4
export LEC_CHECK = 1
export CORE_AREA = 10 10 112 112
export DIE_AREA = 0 0 122 122
==> constraint.sdc <==
current_design is_it_random

set clk_period 2.5
set clk_io_pct 0.2

create_clock -name clk0 -period $clk_period [get_ports {clk}]

set non_clock_inputs [all_inputs -no_clocks]
set_input_delay [expr $clk_period * $clk_io_pct] -clock clk0 $non_clock_inputs
set_output_delay [expr $clk_period * $clk_io_pct] -clock clk0 [all_outputs]
==> design.v <==
`timescale 1ns / 1ps
module UART_TX 
  #(parameter CLKS_PER_BIT = 217)
  (
   input       i_Clock,
   input       i_TX_DV,
   input [7:0] i_TX_Byte, 
   output      o_TX_Active,
   output reg  o_TX_Serial,
   output      o_TX_Done
   );
  localparam IDLE         = 3'b000;
  localparam TX_START_BIT = 3'b001;
  localparam TX_DATA_BITS = 3'b010;
  localparam TX_STOP_BIT  = 3'b011;
  localparam CLEANUP      = 3'b100;
  reg [2:0] r_SM_Main     = 0;
  reg [9:0] r_Clock_Count = 0;
  reg [2:0] r_Bit_Index   = 0;
  reg [7:0] r_TX_Data     = 0;
  reg       r_TX_Done     = 0;
  reg       r_TX_Active   = 0;
  always @(posedge i_Clock)
  begin
    case (r_SM_Main)
      IDLE :
        begin
          o_TX_Serial   <= 1'b1;          
          r_TX_Done     <= 1'b0;
          r_Clock_Count <= 0;
          r_Bit_Index   <= 0;
          if (i_TX_DV == 1'b1)
          begin
            r_TX_Active <= 1'b1;
            r_TX_Data   <= i_TX_Byte;
            r_SM_Main   <= TX_START_BIT;
          end
          else
            r_SM_Main <= IDLE;
        end  
      TX_START_BIT :
        begin
          o_TX_Serial <= 1'b0;
          if (r_Clock_Count < CLKS_PER_BIT-1)
          begin
            r_Clock_Count <= r_Clock_Count + 1;
            r_SM_Main     <= TX_START_BIT;
          end
          else
          begin
            r_Clock_Count <= 0;
            r_SM_Main     <= TX_DATA_BITS;
          end
        end  
      TX_DATA_BITS :
        begin
          o_TX_Serial <= r_TX_Data[r_Bit_Index];
          if (r_Clock_Count < CLKS_PER_BIT-1)
          begin
            r_Clock_Count <= r_Clock_Count + 1;
            r_SM_Main     <= TX_DATA_BITS;
          end
          else
          begin
            r_Clock_Count <= 0;
            if (r_Bit_Index < 7)
            begin
              r_Bit_Index <= r_Bit_Index + 1;
              r_SM_Main   <= TX_DATA_BITS;
            end
            else
            begin
              r_Bit_Index <= 0;
              r_SM_Main   <= TX_STOP_BIT;
            end
          end 
        end  
      TX_STOP_BIT :
        begin
          o_TX_Serial <= 1'b1;
          if (r_Clock_Count < CLKS_PER_BIT-1)
          begin
            r_Clock_Count <= r_Clock_Count + 1;
            r_SM_Main     <= TX_STOP_BIT;
          end
          else
          begin
            r_TX_Done     <= 1'b1;
            r_Clock_Count <= 0;
            r_SM_Main     <= CLEANUP;
            r_TX_Active   <= 1'b0;
          end 
        end  
      CLEANUP :
        begin
          r_TX_Done <= 1'b1;
          r_SM_Main <= IDLE;
        end
      default :
        r_SM_Main <= IDLE;
    endcase
  end
  assign o_TX_Active = r_TX_Active;
  assign o_TX_Done   = r_TX_Done;
endmodule
`timescale 1ns / 1ps
module is_it_random(clk, o_tx_serial);
    input clk;
    output o_tx_serial;
	localparam CLKS_PER_BIT = 217;
	reg tx_begin;
	reg [7:0] tx_data;
	wire tx_active;
	wire tx_done;
	reg state;
	reg [10:0] lfsr_bits;
	wire new_bit = lfsr_bits[9] ^ lfsr_bits[6] ^ lfsr_bits[3] ^ lfsr_bits[0] ^ 1;
    UART_TX #(.CLKS_PER_BIT(CLKS_PER_BIT)) transmitter
    (
        .i_Clock(clk),
        .i_TX_DV(tx_begin),
        .i_TX_Byte(tx_data), 
        .o_TX_Active(tx_active),
        .o_TX_Serial(o_tx_serial),
        .o_TX_Done(tx_done)
    );
	always @(posedge clk) begin
		case(state)
			1'b0 : begin
				if(lfsr_bits[0] == 1'b1) begin
					tx_data <= 8'h30;
				end else begin 
					tx_data <= 8'h31;
				end
				tx_begin <= 1'b1;
				state <= 1'b1;
				lfsr_bits <= {new_bit,lfsr_bits[10:1]};
			end
			1'b1 : begin
				tx_begin <= 1'b0;
				if(tx_active && (!tx_done)) begin
					state <= 1'b1;
				end
				else begin
					state <= 1'b0;
				end
			end
			default : begin
				state <= 1'b0;
				lfsr_bits <= 11'b1111_1111_111;
			end
		endcase
	end
endmodule
==> job_summary.md <==
### Flow metrics

| Metric | Value |
|---|---|
| Worst-Margin Slew | `0.501 ns` |
| Yosys adder share | `0.0176` |
| Final core area utilization | `0.169` |
| Area fraction in mux cells | `0` |
| Combinational gate area | `369 µm²` |
| Xor/xnor share of the synthesized area | `0.0492` |
| GPL Wtd Cong | `0.789` |
| Vias per inst | `3.04` |
| CTS clk-pin slew, worst paths | `0.07 ns` |
| Tot GR Track Use | `0.0276` |
| Synth cell types | `30` |
| DRC errors left | `0` |
| Comb area leader | `simple AND/OR/NAND/NOR gates` |
| Clk ins delay skew pair | `0.29 ns` |
| TritonCTS Buffers | `5` |
| Skew final | `0.00795 ns` |
| Critical path type | `reg2reg` |
| Overflow after GRT | `0` |
| Max-area cell share | `0.632` |
| Ys cells | `108` |
| Synth Area in Compound Gates | `0.0781` |
| CP Launch Type | `flop` |
| Cell area leaders | `edfxtp_1, dfxtp_1, nor2_1` |
| Antenna diodes | `0` |
| Fin crit share | `0.661` |
| Core Area | `10200 µm²` |
| Cells after synthesis | `108` |
| Dpl cell area | `1590 µm²` |
| Critical Path AT | `1.58 ns` |
| Post-CTS Hold Fix Bufs | `0` |
| Syn Std Cell Area | `1430 µm²` |
| Most frequent cells in the layout | `edfxtp_1, nor2_1, inv_1, nand3_1` |
| Post-CTS Resized | `0` |
| HPWL Detailed | `1.21 mm` |
| Floorplan core density | `0.139` |
| Post-route cell area | `1720 µm²` |
| Layout cell share with drive strength beyond 1 | `0.139` |
| Die Y | `122 µm` |
| Root buf cell | `clkbuf_8` |
| Via Count | `762` |
| Initial antenna violation count | `0` |
| ANT nets after route | `0` |
| DRT Pass-1 Iters | `4` |
| Postcts setup bufs | `0` |
| Post-synth seq share | `0.702` |
| Chip Area | `14900 µm²` |
| Flops after synth | `35` |
| Filler instances | `1082` |
| Static Leak | `0.580 nW` |
| Vias in the first global route | `744` |
| Sequential cell area | `1000 µm²` |
| RSZ-0062 raised after global routing | `false` |
| Global-route wire length before repair | `3.40 mm` |
| TNS Setup | `0 ns` |
| Top Ports | `2` |
| Clock buffer depth | `2` |
| Hold Path Class | `reg2reg` |
| Die width | `122 µm` |
| Max-Cap Viols | `0` |
| Area Growth Syn to Fin | `21.0%` |
| Endpoints failing hold | `0` |
| Max-slew violations | `0` |
| # clock sinks | `35` |
| H-Tree Depth | `2` |
| R2R Setup Slk | `0.85 ns` |
| Routed WL | `1.94 mm` |
| Tool Warnings | `25` |
| CP Max Fanout | `7` |
| Average cell area after synthesis | `13.2 µm²` |
| Post-synth top area cell | `edfxtp_1` |
| Maximum clock rate | `0.605 GHz` |
| Area reported by Yosys stat | `1430 µm²` |
| Slew margin rel. | `0.663` |
| Num rows | `37` |
| Most numerous logic cell after layout | `edfxtp_1` |
| Max VDD drop | `0.510 mV` |
| WP data required | `2.43 ns` |
| Synth warn | `2` |
| Crit end category | `flop` |
| Drt initial violations | `63` |
| Simple-gate area share of the yosys netlist | `0.106` |
| Largest net degree at the start of global routing | `14` |
| WL/cell | `7.71 µm` |
| Tmin final | `1.65 ns` |
| CTS tree | `built` |
| Status | `finished, final reports clean` |
| # setup viols final | `0` |
| I/O Buffers | `1` |
| PwrDens | `1100 nW/µm²` |
[layout make-up]
cell class / count / area share
clock buffers: 5 / 0.0399
clock inverters: 3 / 0.0392
inverters: 10 / 0.0218
multi-input cells: 61 / 0.214
flip-flops and latches: 35 / 0.581
well taps: 136 / 0.0987
repair buffers: 1 / 0.00581
[power by group]
part	internal, mW	leakage [nW]	switching (mW)
Clock	0.398	0.0644	0.204
Sequential	0.836	0.317	0.118
Combinational	0.141	0.199	0.207
Total	1.38	0.580	0.528
[metal layers]
layer  GRT usage  share of wire
met1      0.0403           0.56
met2      0.0350           0.35
met3      0.0146          0.066
met4     0.00671          0.026
met5           0              0
[final timing paths]
path                                 from                         end  depth (start not counted)
max reg2reg  transmitter.r_Clock_Count[3]  transmitter.r_Bit_Index[0]                          4
min                                 state                       state                          1
min reg2reg                         state                       state                          1
max          transmitter.r_Clock_Count[3]  transmitter.r_Bit_Index[0]                          4
[stage by stage]
stage / total power [mW] / hold WS, ns / cells / setup WS [ns]
after floorplan: 1.23 / 0.369 / 109 / 1.09
after global placement: 1.31 / 0.382 / 243 / 0.899
after detailed placement: 1.31 / 0.396 / 243 / 0.911
after CTS: 1.92 / 0.421 / 251 / 0.877
after global routing: 2.02 / 0.426 / 251 / 0.749
final: 1.90 / 0.417 / 251 / 0.848
[worst max-delay path, cell delays in order (launching register included)]
cell and delay [ns]:
edfxtp_1 0.45, a21oi_2 0.09, o21ai_2 0.27, nor2_1 0.08, nor3_1 0.40
[cell families (layout without fill, tap and decap cells)]
logic type	after synthesis	after routing
compound gates	15	15
xor+xnor	8	8
simple gates	33	33
buf+inv	13	19
fa+ha+maj	2	2
other cells	2	3
flops	35	35
[cells in the mapped netlist]
cell type	number
nand3_1	6
o211ai_2	1
o21a_1	1
o21ai_2	1
nor2_1	16
dfxtp_1	5
inv_1	9
o311a_2	1
ha_1	2
nand2_1	5
and3_1	1
xnor2_1	5
or3_4	1
a21oi_1	2
a31o_2	1
edfxtp_1	30
a22oi_1	1
a21oi_2	1
and3_2	1
a211oi_1	2
buf_2	2
buf_6	1
inv_2	1
nor3_1	1
xor2_1	3
o21ai_0	3
conb_1	2
nand2b_1	1
or3_1	1
a31oi_1	1
[flip-flops by register name, summed over array words and instances, names as in the netlist]
| signal | flops |
|---|---|
| lfsr_bits | 11 |
| state | 1 |
| transmitter.o_TX_Serial | 1 |
| transmitter.r_Bit_Index | 3 |
| transmitter.r_Clock_Count | 10 |
| transmitter.r_SM_Main | 3 |
| transmitter.r_TX_Active | 1 |
| transmitter.r_TX_Data | 2 |
| transmitter.r_TX_Done | 1 |
| tx_begin | 1 |
| tx_data | 1 |
No activity file was given, so power comes from the tool's default toggle rates.
